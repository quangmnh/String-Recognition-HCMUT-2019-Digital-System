**flow/design.v**
```verilog
module LEDshift(A,n,clk1,clk2,reset);
	output [17:0] A;
	reg [17:0]A;
	input n;
	input clk1;
	input clk2; 
	input reset;
	reg [17:0] preload1;
	reg [17:0] preload2;
	reg [17:0] preload3;
	reg [17:0] preload4;
	reg [17:0] preload5;
	always @ (posedge clk1 or posedge clk2 or posedge reset)
		if (reset) A[17:0]<=18'b0;
		else if (clk2) A[17:0]=preload2[17:0];
		else if(clk1)
		begin
			A[17:1]<=A[16:0];
			A[0]<=n;
			preload2 =preload3;
			preload3 =preload4;
			preload4 =preload5;
			preload5 =A[17:0];
		end
endmodule 
```
**flow/run.sh**
```bash
#!/bin/bash
# OpenROAD 26Q1-2900-gdf79404cd8, Yosys 0.63+post, stock flow scripts
make -C /OpenROAD-flow-scripts/flow DESIGN_CONFIG=/design/flow/config.mk WORK_HOME=/design/flow/orfs finish
```
**flow/config.mk**
```make
export PLATFORM = sky130hd
export DESIGN_NAME = LEDshift
export DESIGN_NICKNAME = LEDshift
export VERILOG_FILES = /design/flow/design.v
export SDC_FILE = /design/flow/constraint.sdc
export NUM_CORES = 4
export LEC_CHECK = 1
export CORE_UTILIZATION = 50
```
**flow/constraint.sdc**
```tcl
current_design LEDshift

set clk_period 1.3
set clk_io_pct 0.2

create_clock -name clk0 -period $clk_period [get_ports {clk1}]

set non_clock_inputs [all_inputs -no_clocks]
set_input_delay [expr $clk_period * $clk_io_pct] -clock clk0 $non_clock_inputs
set_output_delay [expr $clk_period * $clk_io_pct] -clock clk0 [all_outputs]
```
==> impl_metrics.sql <==
-- metrics for the results database
INSERT INTO impl_metrics (metric_group, metric, value, unit) VALUES
('run_status', 'status', 'finished, final reports clean', ''),
('timing', 'hold_viol_final', '0', ''),
('final_layout', 'instances_no_fill', '279', ''),
('worst_setup_path', 'cp.required', '1.04', 'ns'),
('route', 'dr_total_vias', '1394', ''),
('placement', 'gp_congestion', '0.752', ''),
('global_routing', 'grt_pass1_vias', '1471', ''),
('power_and_ir_drop', 'net-switching-power', '1070', 'µW'),
('placement', 'port_buffers', '21', ''),
('power_and_ir_drop', 'vdd_ir_drop_max', '1070', 'µV'),
('global_routing', 'grt_first_pass_wirelength', '7130', 'µm'),
('power_and_ir_drop', 'cell_internal_power_dissipation', '4620', 'µW'),
('clock_network', 'clock_tree_from_tritoncts', 'yes', ''),
('final_layout', 'post_route_cells_drive_above_1_share', '27.0', '%'),
('timing', 'final-max-slew-violation-count', '0', ''),
('worst_setup_path', 'crit_path_cell_trace', 'buf_2', ''),
('power_and_ir_drop', 'proportion_of_power_drawn_by_the_clock_network', '36.0', '%'),
('clock_network', 'cts_inserted_buffers', '9', ''),
('timing', 'setup_viol', '0', ''),
('floorplanning', 'core', '5890', 'µm²'),
('final_layout', 'lay_top_cells', 'sky130_fd_sc_hd__edfxtp_1, sky130_fd_sc_hd__buf_4', ''),
('clock_network', 'numClockSinks', '90', ''),
('synthesis', 'synth-warning-count', '2', ''),
('route', 'remaining_drc_errors', '0', ''),
('timing', 'totalNegativeSetupSlack', '0', 'ns'),
('route', 'highest_routing_layer_actually_used', 'met4', ''),
('timing', 'finClkSkew', '0.00523', 'ns'),
('floorplanning', 'rows', '28', ''),
('route', 'routed_wirelength', '4310', 'µm'),
('timing', 'layout_min_cycle_time', '1.27', 'ns'),
('synthesis', 'synth.yosys.chip_area', '3040', 'µm²'),
('synthesis', 'yosys.cell_types.count', '9', ''),
('floorplanning', 'floorplan.core_util', '51.7', '%'),
('worst_setup_path', 'critPathMaxStageDelay', '0.56', 'ns'),
('route', 'antenna_violating_nets_left', '0', ''),
('route', 'routedLengthMet1', '1960', 'µm'),
('global_routing', 'global_route.overflow_total', '0', ''),
('timing', 'rsz0062_at_grt', 'true', ''),
('synthesis', 'ys_cells', '152', ''),
('worst_setup_path', 'worstPathBufferInverterCount', '1', ''),
('timing', 'worst_slew_pin_slew', '0.832', 'ns'),
('placement', 'dp.cells', '251', ''),
('clock_network', 'clock_root_buffer', 'sky130_fd_sc_hd__clkbuf_8', ''),
('power_and_ir_drop', 'p_sw_share', '18.8', '%'),
('worst_setup_path', 'cp-end-kind', 'output pin', ''),
('worst_setup_path', 'cp_data_arrival_time', '1.01', 'ns'),
('synthesis', 'syn-cell-area', '3040', 'µm²'),
('clock_network', 'h_tree_depth', '3', ''),
('floorplanning', 'design.portCount', '22', ''),
('timing', 'timing.slew.headroom', '44.3', '%'),
('final_layout', 'most_instantiated_logic_cell_after_routing', 'sky130_fd_sc_hd__edfxtp_1', ''),
('power_and_ir_drop', 'seqPwrFrac', '60.4', '%'),
('job', 'tool_warnings', '45', ''),
('placement', 'detailed_place_hpwl', '2250', 'µm'),
('global_routing', 'grt_start_max_net_pins', '41', ''),
('route', 'detail_route.wl_per_cell', '15.5', 'µm'),
('power_and_ir_drop', 'power.density', '1580', 'nW/µm²'),
('timing', 'post-route-period-util', '97.8', '%'),
('job', 'max_cap_viol_count', '0', ''),
('synthesis', 'syn-instance-count', '152', ''),
('power_and_ir_drop', 'combinationalPowerShare', '3.6', '%'),
('clock_network', 'clock_tree.buffer_depth', '2', ''),
('floorplanning', 'dieWidth', '80.0', 'µm'),
('synthesis', 'postSynthRegisterBits', '90', ''),
('route', 'met3WireLength', '443', 'µm'),
('floorplanning', 'die_area', '6400', 'µm²'),
('route', 'detail_route.first_pass.iterations', '4', ''),
('min_path', 'timing.hold.worst.class', 'reg2async', ''),
('worst_setup_path', 'cp_top_family', 'flip-flops', ''),
('power_and_ir_drop', 'leakagePower', '0.00137', 'µW'),
('global_routing', 'grt_antenna_before_repair', '0', '');
synth_stat cells, drive strengths merged:
cell / count / area share [%]
edfxtp: 72 / 71
nor2b: 1 / 0.29
inv: 18 / 2.2
nand2: 18 / 2.2
nor2: 1 / 0.12
dfbbp: 18 / 19
buf: 6 / 1.8
a21oi: 18 / 3.0
metrics by stage:
| stage | hold slack, ns | cell area (µm²) | setup WS, ns | power, µW |
|---|---|---|---|---|
| after floorplan | 0.306 | 3060 | -0.696 | 3580 |
| after global placement | 0.320 | 3390 | -0.174 | 3710 |
| after detailed placement | 0.328 | 3390 | -0.204 | 3720 |
| after CTS | 0.336 | 3600 | 0.00493 | 5760 |
| after global routing | 0.358 | 3610 | -0.0475 | 5910 |
| final | 0.334 | 3610 | 0.0283 | 5690 |
cells by family after synthesis:
group	share of synthesized area, %
DFF	90.4
buffers and inverters	4.03
and+or+nand+nor	2.63
AOI/OAI and AO/OA	2.96
registers in the layout (all words and copies together), names as in the netlist:
signal / flops
A: 18
preload3: 18
preload2: 18
preload4: 18
preload5: 18
power groups by stage:
stage                 logic (µW)  registers (µW)  clock network (µW)
after CTS                    205            3440                2110
after global routing         229            3460                2220
final                        204            3440                2050
final timing paths:
path / cells after the start / slack, ns / end / start
max: 1 / 0.03 / A[5] / A[5]
min: 1 / 0.33 / A[7] / preload2[7]
max reg2reg: 2 / 0.35 / preload5[1] / A[1]
min reg2reg: 1 / 0.33 / A[7] / preload2[7]
max in group asynchronous: 4 / 0.24 / A[14] / reset
min in group clk0: 1 / 0.41 / A[0] / n
metal layers:
metal	vias up	track usage [%]
li1	642	-
met1	695	32.3
met2	52	21.3
met3	5	11.3
met4	0	1.96
met5	-	0
final cells by class:
cell class | count | area [µm²]
flip-flops and latches | 90 | 2750
fillers | 413 | 2270
repair buffers | 42 | 303
multi-input cells | 38 | 178
clock buffers | 12 | 145
well taps | 75 | 93.8
clock inverters | 4 | 76.3
inverters | 18 | 67.6
what timing repair did:
| action | CTS | global route |
|---|---|---|
| hold buffers | 0 | 0 |
| gates resized | 54 | 0 |
| endpoints found under the setup margin | 18 | 7 |
| setup buffers | 11 | 1 |
Power figures rest on the tool's default switching activity, not on a simulated workload.
