--- ./run.sh ---
#!/bin/bash
# OpenROAD 26Q1-2900-gdf79404cd8, Yosys 0.63+post, stock flow scripts
make -C /OpenROAD-flow-scripts/flow DESIGN_CONFIG=/design/flow/config.mk WORK_HOME=/design/flow/orfs finish
--- ./config.mk ---
export PLATFORM = sky130hd
export DESIGN_NAME = bintoBCD7b
export DESIGN_NICKNAME = bintoBCD7b
export VERILOG_FILES = /design/flow/design.v
export SDC_FILE = /design/flow/constraint.sdc
export NUM_CORES = 4
export LEC_CHECK = 1
export CORE_AREA = 10 10 70 70
export DIE_AREA = 0 0 80 80
--- ./constraint.sdc ---
current_design bintoBCD7b

set clk_period 3.7
set clk_io_pct 0.2

create_clock -name clk0 -period $clk_period

set non_clock_inputs [all_inputs -no_clocks]
set_input_delay [expr $clk_period * $clk_io_pct] -clock clk0 $non_clock_inputs
set_output_delay [expr $clk_period * $clk_io_pct] -clock clk0 [all_outputs]
--- ./design.v ---
module bintoBCD7b(output reg [3:0] tens,
					 output reg [3:0] ones,
					 input [6:0] bin);
integer i;
always @(bin)
	begin
		tens=4'd0;
		ones=4'd0;
		for (i=6;i>=0;i=i-1)
		begin
			if (tens>=5) tens=tens+3;
			if (ones>=5) ones=ones+3;
			tens=tens<<1;
			tens[0]=ones[3];
			ones=ones<<1;
			ones[0]=bin[i];
		end
	end
endmodule
==> run_results.csv <==
group,metric,value,unit
global_route,grt_util_all_layers,6.150,%
floorplanning,core-area,3416,µm²
power_and_ir_drop,p_int,0.2617,mW
timing,drv_slew,0,
power_and_ir_drop,pwr_density_cell,304.7,nW/µm²
floorplanning,ios,15,
power_and_ir_drop,peakVddDrop,0.00006988,V
yosys,syn_area,655.6,µm²
cells_and_area,nClkBuffers,0,
place,dp_cells,170,
global_route,antenna_found_initial,0,
global_route,grt_pass1_vias,796,
global_route,grt_max_degree,8,
cells_and_area,final_cells,188,
timing,fin_crit_sh,130.1,%
critical_path,cp_max_fo,3,
critical_path,crit_path_end_kind,"output pin",
yosys,ys_sh_xor,9.542,%
critical_path,cpMostUsedCell,"ha_4",
power_and_ir_drop,comb_power_share,100.0,%
critical_path,cp.required,2.96,ns
yosys,top_cell,"inv_1",
routing,drc_errors,0,
critical_path,crit_family,"adder cells",
power_and_ir_drop,seqPwrFrac,0,%
power_and_ir_drop,p_leak,0.6514,nW
hold_path,hold_path_class,"input port to output pin",
critical_path,cpPeakStageDelay,0.32,ns
global_route,grt_pass1_wl,3470,µm
yosys,ys_sh_mux,13.17,%
yosys,synthDistinctLibCells,39,
critical_path,cp-start-kind,"input port",
yosys,syn_avg_cell_area,7.899,µm²
routing,antennaDiodeCount,0,
critical_path,critical_path_buf_inv_count,7,
floorplanning,fp.dieArea,6400,µm²
timing,worstMarginPinSlew,0.2872,ns
yosys,common_cells,"inv_1, ha_1, a21oi_1, nor2_1",
timing,finalHoldViolCount,0,
timing,finalCriticalPeriod,4.814,ns
run_status,status,"complete, but fails checks",
place,gp_congestion,0.8478,
power_and_ir_drop,total_power,0.4327,mW
place,hpwl,1514,µm
cells_and_area,syn_to_final_growth,116.6,%
run_status,failed_checks,"setup timing",
cells_and_area,combGateArea,818.3,µm²
yosys,synth_warnings,1,
yosys,synth-simple-area-share,18.32,%
timing,relSlewSlack,80.85,%
routing,wl_per_cell,10.49,µm
cells_and_area,n_fill_cell,316,
yosys,ys_seq_share,0,%
routing,drt_iter0_markers,13,
timing,rsz0062_at_grt,"yes",
floorplanning,num_rows,21,
yosys,ys_chip_area,655.6,µm²
floorplanning,die_y,80,µm
yosys,synthAoiAreaFrac,32.44,%
routing,drtAntennaViolNets,0,
floorplanning,die_w,80,µm
critical_path,cp_slowest_cell,"or3_4",
yosys,logic_family,"AND-OR/OR-AND gates",
routing,num_vias,798,
critical_path,arrival,4.07,ns
routing,firstDrtPassIters,4,
yosys,synth_top_area_share,19.08,%
critical_path,path_class,"input port to output pin",
yosys,postSynthCellCount,83,
hold_path,hold_start,"bin[0]",
yosys,area_leaders,"ha_1, inv_1, a21oi_1",
cells_and_area,drive_above_1_share,69.72,%
floorplanning,fp_util,19.19,%
timing,setup-violations-final,7,
routing,wirelength,1973,µm
power_and_ir_drop,clkPwrFrac,0,%
power_and_ir_drop,swShare,39.52,%
timing,fin_ws,-1.114,ns
timing,finalSetupTns,-7.606,ns
power_and_ir_drop,switching_power,0.1710,mW
run,warnings,39,
yosys,fa_ha_area_share,19.08,%
routing,via_per_inst,4.245,
cells_and_area,seq_area,0,µm²
global_route,overflow,0,
run,drv_cap,0,
clock_tree,ctsHoldBuffers,0,
hold_path,holdPathEnd,"ones[0]",
timing,max_freq,207.7,MHz
yosys,yosys.area.top_type,"ha_1",
hold_path,hold_depth,0,
yosys,ys_cells,83,
cells_and_area,flops,0,
place,port-buffer-count,13,
-- metrics by stage --
| stage | setup WS, ns | util [%] | hold slack, ns | area, µm² |
|---|---|---|---|---|
| 2_1_floorplan | -0.9176 | - | 1.511 | 785.8 |
| 3_3_place_gp | -1.960 | 34.65 | 1.480 | 1184 |
| 3_5_place_dp | -1.989 | 34.65 | 1.480 | 1184 |
| 4_1_cts | -1.319 | 39.34 | 1.480 | 1344 |
| 5_1_grt | -1.271 | 41.58 | 1.480 | 1420 |
| 6_report | -1.114 | 41.58 | 1.480 | 1420 |
-- power groups by stage --
| stage | clock, mW | sequential [mW] | combinational [mW] |
|---|---|---|---|
| CTS | 0 | 0 | 0.403 |
| finish | 0 | 0 | 0.433 |
| global route | 0 | 0 | 0.474 |
-- kinds of logic after synthesis --
kind of cell    Yosys count
compound gates           26
xor+xnor                  5
fa+ha+maj                10
buf+inv                  12
mux                       7
simple gates             23
-- worst max-delay path by stage --
stage | start | to | slack [ns] | cells past startpoint
6_report | bin[4] | tens[2] | -1.11 | 25
5_1_grt | bin[4] | tens[2] | -1.27 | 25
4_1_cts | bin[4] | ones[1] | -1.32 | 24
-- per-layer routing --
layer  share of wire, %  GRT usage (%)  up-vias
met4                  0              0        0
met1                 50          8.206      358
met3                5.3         0.9091        0
met5                  0              0        -
met2                 45          10.75       16
li1                   -              -      424
-- timing repair --
action / in CTS / in global routing
pin swaps: 19 / 15
resized: 48 / 12
setup buffers: 13 / 6
endpoints found under the hold margin: 0 / 0
endpoints found under the setup margin: 7 / 7
-- layout by cell type, fill, tap and decap left out, types with 3 or more instances in the layout --
master and n:
a21oi_2 3, buf_2 7, buf_4 42, buf_6 6, clkdlybuf4s50_1 3, ha_2 3
ha_4 5, inv_1 6, nand2_1 3, nand3_1 3, nor2_1 5
-- area by class of cell --
| cell class | count | area share (%) |
|---|---|---|
| multi-input combinational | 71 | 57.62 |
| timing repair buffer | 60 | 33.57 |
| inverter | 11 | 4.758 |
| tap | 46 | 4.053 |
Power is estimated from default activity; no workload was simulated.
